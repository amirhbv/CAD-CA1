==> design/flow/design.v <==
`timescale 1ns/1ns
module Controller(
    input clk,
    input rst,
    input start,
    input done,
    input one_done,
	output reg reset,
	output reg inc,
	output reg read,
	output reg resetk,
	output reg write,
	output reg incij
);
    reg [3 - 1:0] ns, ps;
    parameter [3 - 1:0]
        IDLE = 0,
        START = 1,
        READ = 2,
        WRITE_ONE = 3,
        READ_ONE = 4,
        DONE = 5;
    always @(posedge clk, posedge rst) begin
        if (rst) ps <= IDLE;
        else ps <= ns;
    end
    always @ (ps, start, done, one_done) begin
        case (ps)
            IDLE      : ns = start ? START : IDLE;
            START     : ns = READ;
            READ      : ns = done ? DONE : WRITE_ONE;
            WRITE_ONE : ns = one_done ? READ : READ_ONE;
            READ_ONE  : ns = WRITE_ONE;
            DONE      : ns = DONE;
            default: ns = IDLE;
        endcase
    end
    always @ (ps) begin
        reset = 1'b0;
        inc = 1'b0;
        read = 1'b0;
        resetk = 1'b0;
        write = 1'b0;
        incij = 1'b0;
        case (ps)
            START: begin
                resetk = 1'b1;
            end
            READ: begin
                reset = 1'b1;
                inc = 1'b1;
                read = 1'b1;
            end
            WRITE_ONE: begin
                write = 1'b1;
            end
            READ_ONE: begin
                incij = 1'b1;
            end
        endcase
    end
endmodule
`timescale 1ns/1ns
module Counter(
    input clk,
    input rst,
    input en,
    output [32 - 1:0] out
);
 	wire [32 - 1:0] next_out = out + 1;
	Register #(.WORD_LENGTH(32)) counter_register(
		.clk(clk),
        .rst(rst),
		.ld(en),
		.in(next_out),
		.out(out)
	);
endmodule
`timescale 1ns/1ns
module Datapath(
    input clk,
    input rst,
    input [25 - 1:0] data_in,
	input reset,
	input inc,
	input read,
	input resetk,
	input write,
	input incij,
    output done,
    output one_done,
    output [25 - 1:0] data_out
);
    wire [32 - 1:0] ij_counter_result;
    Counter ij_counter(
        .clk(clk),
        .rst(reset),
		.en(incij),
		.out(ij_counter_result)
    );
    assign one_done = ij_counter_result == 25;
    wire [3:0] i = ij_counter_result % 5;
    wire [3:0] j = ij_counter_result / 5;
    wire [5:0] input_selector = i * 5 + j;
    wire [25 - 1:0] current_page_data;
	Register #(.WORD_LENGTH(25)) input_register(
		.clk(clk),
        .rst(rst),
		.ld(read),
		.in(data_in),
		.out(current_page_data)
	);
    wire mux_output = current_page_data[input_selector];
    wire [32 - 1:0] page_counter_result;
    Counter page_counter(
        .clk(clk),
        .rst(resetk),
		.en(inc),
		.out(page_counter_result)
    );
    assign done = page_counter_result == 64;
    wire [5 - 1:0] write_index = i * 5 + (i * 2 + j * 3) % 5;
	Memory output_memory(
		.clk(clk),
        .rst(rst),
	    .mem_write(write),
	    .address_in(write_index),
	    .data_in(mux_output),
	    .data_out(data_out)
	);
endmodule
`timescale 1ns/1ns
module Memory(
	input clk,
	input rst,
	input mem_write,
	input [5 - 1:0] address_in,
	input data_in,
	output [25 - 1:0] data_out
);
	reg [25 - 1:0] data;
	assign data_out = data;
	always@(posedge clk) begin
		if(mem_write) begin
			data[address_in] <= data_in;
		end
	end
endmodule
`timescale 1ns/1ns
module Register #(parameter WORD_LENGTH = 25) (
	input clk,
    input rst,
    input ld,
	input [WORD_LENGTH - 1:0] in,
	output reg [WORD_LENGTH - 1:0] out
);
	always@(posedge clk, posedge rst) begin
		if (rst) begin
			out <= 0;
		end else if (ld) begin
			out <= in;
		end
	end
endmodule
`timescale 1ns/1ns
module Shifter(
    input clk,
    input rst,
    input start,
    input [25 - 1:0] data_in,
    output done,
    output one_done,
    output [25 - 1:0] data_out
);
	wire reset;
	wire inc;
	wire read;
	wire resetk;
	wire write;
	wire incij;
	Datapath datapath(
		.clk(clk),
		.rst(rst),
		.data_in(data_in),
		.reset(reset),
		.inc(inc),
		.read(read),
		.resetk(resetk),
		.write(write),
		.incij(incij),
		.done(done),
		.one_done(one_done),
		.data_out(data_out)
	);
	Controller controller(
		.clk(clk),
		.rst(rst),
		.start(start),
		.done(done),
		.one_done(one_done),
		.reset(reset),
		.inc(inc),
		.read(read),
		.resetk(resetk),
		.write(write),
		.incij(incij)
	);
endmodule
==> design/flow/run.sh <==
#!/bin/bash
# OpenROAD 26Q1-2900-gdf79404cd8, Yosys 0.63+post, stock flow scripts
make -C /OpenROAD-flow-scripts/flow DESIGN_CONFIG=/design/flow/config.mk WORK_HOME=/design/flow/orfs finish
==> design/flow/config.mk <==
export PLATFORM = sky130hd
export DESIGN_NAME = Shifter
export DESIGN_NICKNAME = Shifter
export VERILOG_FILES = /design/flow/design.v
export SDC_FILE = /design/flow/constraint.sdc
export NUM_CORES = 4
export LEC_CHECK = 1
export CORE_UTILIZATION = 50
==> design/flow/constraint.sdc <==
current_design Shifter

set clk_period 1.7
set clk_io_pct 0.2

create_clock -name clk0 -period $clk_period [get_ports {clk}]

set non_clock_inputs [all_inputs -no_clocks]
set_input_delay [expr $clk_period * $clk_io_pct] -clock clk0 $non_clock_inputs
set_output_delay [expr $clk_period * $clk_io_pct] -clock clk0 [all_outputs]
==> Slide: Implementation Results <==
Flow Results at a Glance

Power
  – PwrDens: 337 mW/mm²
  – Worst vdd ir: 0.691 mV
  – Seq pwr share: between 40% and 50%
  – Internal power: 5070 µW
  – Clock power share: 55.4%
  – Switch share: 24.3%
  – Tot Pwr: around 6700 µW
  – Sw power: roughly 1600 µW
  – Leakage: between 0.008 and 0.009 µW
  – Comb power frac: 1.2%

Flow run
  – Max-Cap Viols: 0
  – Tool warnings: between 40 and 50

Clock tree
  – Worst-path clk slew: 0.07 ns
  – H-tree depth: 4
  – Clock Sinks: 119
  – CTS buffer count: 17
  – TritonCTS clock tree: done
  – Clk ins delay skew pair: 0.43 ns
  – CTS Buffer Depth: 2
  – Root Driver: clkbuf_16

Critical path
  – Critical Path Slowest Stage Cell: a2111oi_4
  – Slowest stage delay, CP: 0.53 ns
  – Worst R2R Setup Slack: -16.54 ns
  – Required time worst endpoint: 1.87 ns
  – Crit path DAT: 18.41 ns
  – Cell mode on critical path: buf_4
  – RR Endpoint: datapath.output_memory.data[9]
  – Setup crit end kind: register
  – Startpoint types: register
  – Maximum net fanout on the critical path: 7
  – Critical R2R Launch: datapath.ij_counter.counter_register.out[30]
  – Setup CP Type: register to register
  – R2R cell count: 93

Outcome
  – Run status: finished with violations
  – Failing checks: negative setup slack

STA
  – Unrepaired setup endpoints after global routing: yes
  – Hold Violations, Final: 0
  – Worst setup margin: -16.54 ns
  – Achievable frequency: 0.0548 GHz
  – Crit path time final: around 18 ns
  – Slew HR: 58.4%
  – Slew @ Worst Pin: 0.619 ns
  – Slew Limit Fails: 0
  – Ratio of final minimum period to clock period: 1070%
  – Setup-failing EPs final: 52
  – Clock Skew: 0.0120 ns

Final layout
  – Most frequent cells in the layout: buf_4, nand2_1, nor2_1
  – Most numerous logic cell after layout: buf_4
  – Share of layout cells above drive strength 1: 49.3%
  – Area added between synthesis and finish: 64.3%

Synthesis
  – Post-synth EDFFs: 25
  – Flops out of synthesis: 119
  – Ys cells: roughly 1500
  – Synth warnings: 4
  – Chip area in the Yosys report: 0.0121 mm²
  – Post-Syn Area: 0.0121 mm²
  – Unique cell types: 117
  – Post-synth ARST share: 79.0%
  – Commonest flop: dfrtp_1
  – Seq/Total Area, Yosys: 25.7%
  – Mean Syn Cell Area: 8.24 µm²
  – Post-Syn Instances: 1467

Detailed routing
  – DR vias/cell: about 6.0
  – Antenna diodes: 0
  – Post-route ant nets: 0
  – DR WL/cell: 17.8 µm
  – DRC: 0
  – DRT iter0 DRCs: 1108
  – DRT Wirelength: 41800 µm
  – Drt pass-1 iters: 5
  – DR vias: ~14000

Floorplanning
  – Starting Density: 51.2%
  – Die area: ~0.025 mm²
  – Core Box Area: 0.0236 mm²
  – Die span in y: 157 µm
  – Num rows: 56
  – IO Count: 55
  – Die width: 157 µm

GRT
  – Total grt overflow: 0
  – Vias in the first global route: 12700
  – Total Routing Usage GR: 32.0%
  – Pin count of the biggest net entering global routing: 33
  – Global-route wire length before repair: 62800 µm
  – Initial antenna violation count: 0

Placement
  – Pre-CTS WS: -16.65 ns
  – GPL Wtd Cong: 0.983
  – Hpwl dp: about 26000 µm
  – I/O Buffers: ~54

Min path
  – Worst Hold Class: primary input to asynchronous set/reset pin
-- state kept, by name, indices dropped and copies added (netlist names) --
| signal | cells |
|---|---|
| datapath.ij_counter.counter_register.out | 32 |
| datapath.page_counter.counter_register.out | 32 |
| datapath.input_register.out | 25 |
| datapath.output_memory.data | 25 |
| controller.ps | 5 |
-- per-layer routing --
layer  GRT usage, %  wire (µm)  vias up
li1               -          -     6661
met1           50.6      19900     6685
met2           48.7      18300      601
met3           5.78       3300       39
met4           2.45        356        0
met5              0          0        -
-- synthesized netlist by cell type, types with 15 or more instances --
| library cell | instances | area, µm² |
|---|---|---|
| a211oi_1 | 15 | 113 |
| nor3_1 | 55 | 275 |
| nand3_1 | 50 | 250 |
| xnor2_1 | 71 | 622 |
| mux2i_1 | 29 | 290 |
| o31ai_1 | 20 | 150 |
| and3_1 | 17 | 106 |
| a21oi_1 | 71 | 355 |
| ha_1 | 38 | 475 |
| clkbuf_1 | 69 | 259 |
| and2_1 | 20 | 125 |
| nand2_1 | 124 | 465 |
| buf_2 | 18 | 90.1 |
| mux2_2 | 31 | 349 |
| inv_1 | 66 | 248 |
| or3_1 | 15 | 93.8 |
| o21ai_0 | 62 | 310 |
| nor2_1 | 123 | 462 |
| edfxtp_1 | 25 | 751 |
| nand4_1 | 32 | 200 |
| dfrtp_1 | 93 | 2330 |
| nor4_1 | 30 | 188 |
| xor2_1 | 23 | 201 |
| a21o_1 | 18 | 135 |
-- how the worst max path moves through the flow --
stage	from	endpoint	slack (ns)	depth (start not counted)
CTS	datapath.ij_counter.counter_register.out[30]	datapath.output_memory.data[4]	-16.17	89
finish	datapath.ij_counter.counter_register.out[30]	datapath.output_memory.data[9]	-16.54	93
global route	datapath.ij_counter.counter_register.out[30]	datapath.output_memory.data[5]	-17.27	92
-- layout make-up --
type	instances	area (µm²)
multi-input cells	1177	10300
clock inverters	15	174
repair buffers	624	5200
clock buffers	17	425
inverters	74	297
fillers	1256	3760
well taps	319	399
flip-flops and latches	119	3110
-- power groups by stage --
stage | clock network (µW) | registers (µW) | logic (µW)
4_1_cts | 3760 | 2910 | 83.5
5_1_grt | 3880 | 2900 | 88.3
6_report | 3710 | 2910 | 81.6
-- logic make-up (layout without fill, tap and decap cells) --
logic type,count (synthesis),after routing,synth area share [%]
simple gates,564,565,24.3
compound gates,402,402,25.2
buf+inv,172,730,5.92
flops,119,119,25.7
xor+xnor,97,97,7.31
mux,70,70,6.92
fa+ha+maj,43,43,4.69
-- metrics by stage --
stage	cells	hold WS, ns	utilization [%]	setup TNS (ns)	area [µm²]
final	2345	0.245	84.1	-420.64	19900
after global routing	2345	0.276	84.1	-442.63	19900
after CTS	2306	0.241	78.9	-412.34	18600
after detailed placement	2204	0.262	70.5	-428.20	16600
after global placement	2204	0.248	70.5	-422.96	16600
after floorplan	1467	0.372	-	-405.13	12700
-- timing repair --
item / CTS / global route
resized: 182 / 192
setup buffers: 67 / 55
pin swaps: 60 / 110
setup endpoints to repair: 66 / 69
cloned: 4 / 1
hold buffers: 0 / 0
-- worst max-delay path: cells and delay by family (launching register included) --
| family | cells | cell delay (ns) |
|---|---|---|
| xor gates and xnor gates | 3 | 0.57 |
| AOI/OAI and AO/OA | 33 | 6.59 |
| DFF | 1 | 0.46 |
| adders and majority gates | 7 | 1.80 |
| and+or+nand+nor | 24 | 4.86 |
| buffers and inverters | 22 | 2.62 |
| muxes | 4 | 1.05 |
No activity file was given, so power comes from the tool's default toggle rates.
